===== design/flow/design.v =====
module alu(Y, C, V, Z, A, B, Op);
   output [15:0] Y;   
   output 	 C;   
   output 	 V;   
   output 	 Z;   
   input [15:0]  A;   
   input [15:0]  B;   
   input [3:0] 	 Op;  
   wire [15:0] 	 BitAnd, BitOr, BitXnor, Inc, Dec, Add, Sub, LogAnd, LogOr;
   wire Abool,Bbool,LogAnd1, LogOr1;
   wire 	 Vas;
   wire 	 Cas;
   nonzero ab(Abool, A);  
   nonzero bb(Bbool, B);  
   ripple_carry_adder_subtractor incop(Inc, C, V, A, 16'b1, 1'b0);     	  
   ripple_carry_adder_subtractor decop(Dec, C, V, A, 16'b1, 1'b1);     	  
   ripple_carry_adder_subtractor subop(Sub, C, V, A, B, 1'b1);     	      
   ripple_carry_adder_subtractor addop(Add, C, V, A, B, 1'b0);     	      
   and logand(LogAnd1, Abool, Bbool);                                     
   extension logand2(LogAnd, LogAnd1);
   or logor(LogO1r, Abool, Bbool);							    	      
   extension logor2(LogOr, LogOr1);
   and_16 andop(BitAnd, A, B);                                            
   or_16 orop(BitOr, A, B);                                               
   xnor_16 xnorop(BitXnor, A, B);                                         
  multiplexer_16_1 mux(Y, Inc, Dec, Sub, Add, 16'b1, 16'b1, 16'b1, LogAnd, LogAnd, BitAnd, BitOr, BitXnor, 16'b1, 16'b1, 16'b1, 16'b1, Op);
   and(N, Y[15], s);        
   zero z(Z, Y);            
endmodule  
module multiplexer_16_1(X, A0, A1, A2, A3, A4, A5, A6, A7, A8, A9, A10, A11, A12, A13, A14, A15, S);
   output [15:0] X;         
   input [15:0] A15;        
   input [15:0] A14;        
   input [15:0] A13;        
   input [15:0] A12;        
   input [15:0] A11;        
   input [15:0] A10;        
   input [15:0] A9;         
   input [15:0] A8;         
   input [15:0] A7;         
   input [15:0] A6;         
   input [15:0] A5;         
   input [15:0] A4;         
   input [15:0] A3;         
   input [15:0] A2;         
   input [15:0] A1;         
   input [15:0] A0;         
   input [3:0] S;           
   assign X = (S[3] == 0 
               ? (S[2] == 0 
                  ? (S[1] == 0 
                     ? (S[0] == 0 ? A0 : A1)
                     : (S[0] == 0 ? A2 : A3))
                  : (S[1] == 0 
                     ? (S[0] == 0 ? A4 : A5)
                     : (S[0] == 0 ? A6 : A7)))
               : (S[2] == 0 
                  ? (S[1] == 0 
                     ? (S[0] == 0 ? A8 : A9)
                     : (S[0] == 0 ? A10 : A11))
                  : (S[1] == 0 
                     ? (S[0] == 0 ? A12 : A13)
                     : (S[0] == 0 ? A14 : A15))));
endmodule  
module and_16(Y, A, B);
   output [15:0] Y;  
   input [15:0]  A;  
   input [15:0]  B;  
   and(Y[0], A[0], B[0]);
   and(Y[1], A[1], B[1]);
   and(Y[2], A[2], B[2]);
   and(Y[3], A[3], B[3]);
   and(Y[4], A[4], B[4]);
   and(Y[5], A[5], B[5]);
   and(Y[6], A[6], B[6]);
   and(Y[7], A[7], B[7]);
   and(Y[8], A[8], B[8]);
   and(Y[9], A[9], B[9]);
   and(Y[10], A[10], B[10]);
   and(Y[11], A[11], B[11]);
   and(Y[12], A[12], B[12]);
   and(Y[13], A[13], B[13]);
   and(Y[14], A[14], B[14]);
   and(Y[15], A[15], B[15]);
endmodule 
module or_16(Y, A, B);
   output [15:0] Y; 
   input [15:0]  A; 
   input [15:0]  B; 
   or(Y[0], A[0], B[0]);
   or(Y[1], A[1], B[1]);
   or(Y[2], A[2], B[2]);
   or(Y[3], A[3], B[3]);
   or(Y[4], A[4], B[4]);
   or(Y[5], A[5], B[5]);
   or(Y[6], A[6], B[6]);
   or(Y[7], A[7], B[7]);
   or(Y[8], A[8], B[8]);
   or(Y[9], A[9], B[9]);
   or(Y[10], A[10], B[10]);
   or(Y[11], A[11], B[11]);
   or(Y[12], A[12], B[12]);
   or(Y[13], A[13], B[13]);
   or(Y[14], A[14], B[14]);
   or(Y[15], A[15], B[15]);
endmodule 
module extension(o, A);
    input A;
    output [15:0] o;
    and(o[0], 0,0);
    and(o[1], 0,0);
    and(o[2], 0,0);
    and(o[3], 0,0);
    and(o[4], 0,0);
    and(o[5], 0,0);
    and(o[6], 0,0);
    and(o[7], 0,0);
    and(o[8], 0,0);
    and(o[9], 0,0);
    and(o[10], 0,0);
    and(o[11], 0,0);
    and(o[12], 0,0);
    and(o[13], 0,0);
    and(o[14], 0,0);
    and(o[15], A,A);
endmodule
module xnor_16(Y, A, B);
   output [15:0] Y; 
   input [15:0]  A; 
   input [15:0]  B; 
   xnor(Y[0], A[0], B[0]);
   xnor(Y[1], A[1], B[1]);
   xnor(Y[2], A[2], B[2]);
   xnor(Y[3], A[3], B[3]);
   xnor(Y[4], A[4], B[4]);
   xnor(Y[5], A[5], B[5]);
   xnor(Y[6], A[6], B[6]);
   xnor(Y[7], A[7], B[7]);
   xnor(Y[8], A[8], B[8]);
   xnor(Y[9], A[9], B[9]);
   xnor(Y[10], A[10], B[10]);
   xnor(Y[11], A[11], B[11]);
   xnor(Y[12], A[12], B[12]);
   xnor(Y[13], A[13], B[13]);
   xnor(Y[14], A[14], B[14]);
   xnor(Y[15], A[15], B[15]);
endmodule
module zero(Z, A);
   output Z;        
   input [15:0]  A;
   wire [15:0] 	 Y; 
   xnor(Y[0], A[0], 0);  
   xnor(Y[1], A[1], 0);
   xnor(Y[2], A[2], 0);
   xnor(Y[3], A[3], 0);
   xnor(Y[4], A[4], 0);
   xnor(Y[5], A[5], 0);
   xnor(Y[6], A[6], 0);
   xnor(Y[7], A[7], 0);
   xnor(Y[8], A[8], 0);
   xnor(Y[9], A[9], 0);
   xnor(Y[10], A[10], 0);
   xnor(Y[11], A[11], 0);
   xnor(Y[12], A[12], 0);
   xnor(Y[13], A[13], 0);
   xnor(Y[14], A[14], 0);
   xnor(Y[15], A[15], 0);
   and(Z, Y[0], Y[1], Y[2], Y[3], Y[4], Y[5], Y[6], Y[7], Y[8], Y[9], Y[10], Y[11], Y[12], Y[13], Y[14], Y[15]);  
endmodule
module nonzero(X, A);
    output X;
    input [15:0] A;
    wire temp;
    zero z(temp, A);
    not(X,temp);
endmodule
module full_adder(S, Cout, A, B, Cin);
   output S;
   output Cout;
   input  A;
   input  B;
   input  Cin;
   wire   w1;
   wire   w2;
   wire   w3;
   wire   w4;
   xor(w1, A, B);
   xor(S, Cin, w1);
   and(w2, A, B);   
   and(w3, A, Cin);
   and(w4, B, Cin);   
   or(Cout, w2, w3, w4);
endmodule  
module ripple_carry_adder_subtractor(S, C, V, A, B, Op);
   output [15:0] S;    
   output 	C;    
   output 	V;    
   input [15:0] 	A;    
   input [15:0] 	B;    
   input 	Op;   
   wire 	C0;  
   wire 	C1;  
   wire 	C2;  
   wire 	C3;  
   wire 	C4;
   wire 	C5;
   wire 	C6;
   wire 	C7;
   wire 	C8;
   wire 	C9;
   wire 	C10;
   wire 	C11;
   wire 	C12;
   wire 	C13;
   wire 	C14;
   wire 	C15;
   wire 	B0;  
   wire 	B1;  
   wire 	B2;  
   wire 	B3;  
   wire 	B4;
   wire 	B5;
   wire 	B6;
   wire 	B7;
   wire 	B8;
   wire 	B9; 
   wire 	B10;
   wire 	B11;
   wire 	B12;
   wire 	B13;
   wire 	B14;
   wire 	B15;
   xor(B0, B[0], Op);
   xor(B1, B[1], Op);
   xor(B2, B[2], Op);
   xor(B3, B[3], Op);
   xor(B4, B[4], Op);
   xor(B5, B[5], Op);
   xor(B6, B[6], Op);
   xor(B7, B[7], Op);
   xor(B8, B[8], Op);
   xor(B9, B[9], Op);
   xor(B10, B[10], Op);
   xor(B11, B[11], Op);
   xor(B12, B[12], Op);
   xor(B13, B[13], Op);
   xor(B14, B[14], Op);
   xor(B15, B[15], Op);
   xor(C, C15, Op);       
   xor(V, C15, C14);      
   full_adder fa0(S[0], C0, A[0], B0, Op);     
   full_adder fa1(S[1], C1, A[1], B1, C0);
   full_adder fa2(S[2], C2, A[2], B2, C1);
   full_adder fa3(S[3], C3, A[3], B3, C2);  
   full_adder fa4(S[4], C4, A[4], B4, C3);
   full_adder fa5(S[5], C5, A[5], B5, C4);
   full_adder fa6(S[6], C6, A[6], B6, C5);
   full_adder fa7(S[7], C7, A[7], B7, C6);
   full_adder fa8(S[8], C8, A[8], B8, C7);
   full_adder fa9(S[9], C9, A[9], B9, C8);
   full_adder fa10(S[10], C10, A[10], B10, C9);
   full_adder fa11(S[11], C11, A[11], B11, C10);
   full_adder fa12(S[12], C12, A[12], B12, C11);
   full_adder fa13(S[13], C13, A[13], B13, C12);
   full_adder fa14(S[14], C14, A[14], B14, C13);
   full_adder fa15(S[15], C15, A[15], B15, C14);     
endmodule  

===== design/flow/constraint.sdc =====
current_design alu

set clk_period 8.6
set clk_io_pct 0.2

create_clock -name clk0 -period $clk_period

set non_clock_inputs [all_inputs -no_clocks]
set_input_delay [expr $clk_period * $clk_io_pct] -clock clk0 $non_clock_inputs
set_output_delay [expr $clk_period * $clk_io_pct] -clock clk0 [all_outputs]

===== design/flow/run.sh =====
#!/bin/bash
# OpenROAD 26Q1-2900-gdf79404cd8, Yosys 0.63+post, stock flow scripts
make -C /OpenROAD-flow-scripts/flow DESIGN_CONFIG=/design/flow/config.mk WORK_HOME=/design/flow/orfs finish

===== design/flow/config.mk =====
export PLATFORM = sky130hd
export DESIGN_NAME = alu
export DESIGN_NICKNAME = alu
export VERILOG_FILES = /design/flow/design.v
export SDC_FILE = /design/flow/constraint.sdc
export NUM_CORES = 4
export LEC_CHECK = 1
export CORE_UTILIZATION = 50

==> run_results.csv <==
group,metric,value,unit
timing,tns,-5100,ps
setup_path,cp-start-kind,"input port",
power_and_ir_drop,irDropWorstVdd,0.0257,mV
yosys,synth_top_cell_by_count,"ha_1",
global_routing,overflow,0,
finish,stdcell_area,0.00376,mm2
timing,setup_viol,6,
route,drt_iter0_markers,74,
setup_path,critPathRequiredTime,6880,ps
finish,clock_buffers,0,
flow_run,warnings,53,
yosys,yosys.area.top_type,"ha_1",
timing,worst_slack,-1450,ps
power_and_ir_drop,combinationalPowerShare,100.0,%
power_and_ir_drop,power_switching,0.0961,mW
floorplan,num_io_pins,55,
floorplan,core.rowCount,26,
finish,flop_area,0,um2
finish,drive_above_1_share,26.2,%
floorplan,die_w,76.6,um
power_and_ir_drop,p_int,0.0973,mW
setup_path,path_common_cell,"fa_2",
timing,slew_viol_final,0,
global_routing,grt_usage,30.5,%
setup_path,timing.setup.critical_path_class,"in -> out",
yosys,yosys_warnings,5,
yosys,netlist_area,0.00278,mm2
floorplan,dieArea,0.00586,mm2
yosys,common_cells,"ha_1, inv_1, a21oi_1",
finish,syn_to_final_growth,35.4,%
setup_path,crit_slowest_cell,"fa_2",
route,final_antenna_net_count,0,
finish,seq_cell_count,0,
timing,relSlewSlack,41.9,%
timing,fmax,99.5,MHz
global_routing,grt_pass1_wl,13.7,mm
setup_path,critPathMaxFanout,2,
power_and_ir_drop,leakagePower,1.80,nW
yosys,yosysChipArea,0.00278,mm2
route,vias_per_cell,5.49,
power_and_ir_drop,pwr-share-clk,0,%
setup_path,cp_data_arrival_time,8330,ps
route,routed_wl,7.95,mm
yosys,synth.distinct_cells,46,
timing,hold_viol_final,0,
power_and_ir_drop,p_per_area,51.4,mW/mm2
outcome,status,"finished with violations",
placement,placed_cell_area,0.00372,mm2
yosys,yosysCellCount,342,
power_and_ir_drop,swShare,49.7,%
placement,post-place-ws,-2190,ps
route,routedWlPerCell,16.0,um
worst_hold_path,hp-class,"in -> out",
floorplan,initial_core_util,53.1,%
route,drc_errors,0,
global_routing,grt_antenna_before_repair,0,
route,antenna_cells,0,
timing,rsz0062_at_grt,"yes",
power_and_ir_drop,power,0.193,mW
global_routing,grt_max_degree,45,
timing,finalCritPeriodShare,117,%
timing,holdWs,4240,ps
finish,final-instance-count-excl-fill,498,
outcome,violations,"negative setup slack",
floorplan,core_area,0.00524,mm2
placement,dp.cells,495,
placement,dp_hpwl,6.29,mm
timing,worstMarginPinSlew,869,ps
yosys,ys_seq_share,0,%
route,firstDrtPassIters,4,
flow_run,maxCapViolCount,0,
power_and_ir_drop,seqPwrFrac,0,%
global_routing,grt_pass1_vias,2812,
yosys,yosys-top-cells-area,"ha_1, fa_1, a21oi_1",
placement,io_buffers,55,
yosys,syn_inst,342,
placement,place_congestion,0.925,
finish,postLayoutCoreUtil,71.9,%
floorplan,die_h,76.6,um
setup_path,max_stage_delay,550,ps
yosys,yosysTopAreaCellShare,27.0,%
yosys,synth_area_per_cell,8.13,um2
route,vias,2734,
timing,min_period,10050,ps
setup_path,worstSetupEndpointType,"output port",
[metal layers]
layer,wire length (um),global-route usage (%)
met5,0,0
met4,124,3.27
met3,360,2.80
met2,3720,51.9
met1,3750,44.5
[cell usage in the layout, fill, tap and decap left out, drive strengths merged, types with 3 or more instances in the layout]
master | synthesis | layout
a211oi | 7 | 7
a21oi | 44 | 44
a311oi | 3 | 3
a31oi | 6 | 6
buf | 15 | 58
clkdlybuf4s50 | 0 | 42
fa | 29 | 29
ha | 60 | 60
inv | 51 | 51
mux2i | 9 | 9
nand2 | 9 | 9
nand2b | 17 | 17
nand4 | 3 | 3
nor2 | 33 | 33
nor3 | 3 | 3
nor4 | 10 | 10
o21ai | 10 | 10
o22ai | 3 | 3
[final timing paths]
check | depth (start not counted) | end | from | slack, ps
worst max-delay path | 29 | Z | A[0] | -1450
worst min-delay path | 7 | Y[15] | B[0] | 4240
[critical path: cells and delay by family]
family | cells | cell delay, ps
AND/OR/NAND/NOR | 2 | 300
AND-OR/OR-AND | 4 | 660
buffers and inverters | 7 | 500
adder cells (fa/ha/maj) | 16 | 5140
[final cells by class]
cell class	instances	area [um2]
fillers	432	1470
inverters	51	204
well taps	70	87.6
multi-input cells	274	2590
repair buffers	103	885
[power groups by stage]
stage	sequential (mW)	combinational, mW	clock [mW]
6_report	0	0.193	0
5_1_grt	0	0.218	0
4_1_cts	0	0.189	0
[repair_timing]
action	in CTS	in global routing
setup buffers	3	2
cloned	0	0
hold buffers	0	0
hold endpoints to repair	0	0
endpoints found under the setup margin	9	9
pin swaps	32	24
gates resized	38	16
[cell families after synthesis]
group / share of synthesized area, %
fa+ha+maj: 47.9
buf+inv: 11.3
xor+xnor: 1.26
compound gates: 18.8
mux: 5.40
simple gates: 15.4
Power figures rest on the tool's default switching activity, not on a simulated workload.
